File: /design/flow/config.mk
export PLATFORM = sky130hd
export DESIGN_NAME = accumulator
export DESIGN_NICKNAME = accumulator
export VERILOG_FILES = /design/flow/design.v
export SDC_FILE = /design/flow/constraint.sdc
export NUM_CORES = 4
export LEC_CHECK = 1
export CORE_AREA = 10 10 103 103
export DIE_AREA = 0 0 113 113
File: /design/flow/run.sh
#!/bin/bash
# OpenROAD 26Q1-2900-gdf79404cd8, Yosys 0.63+post, stock flow scripts
make -C /OpenROAD-flow-scripts/flow DESIGN_CONFIG=/design/flow/config.mk WORK_HOME=/design/flow/orfs finish
File: /design/flow/constraint.sdc
current_design accumulator

set clk_period 4.8
set clk_io_pct 0.2

create_clock -name clk0 -period $clk_period [get_ports {clk}]

set non_clock_inputs [all_inputs -no_clocks]
set_input_delay [expr $clk_period * $clk_io_pct] -clock clk0 $non_clock_inputs
set_output_delay [expr $clk_period * $clk_io_pct] -clock clk0 [all_outputs]
File: /design/flow/design.v
module accumulator (
  start,
  en,
  clk,
  rstb,
  A,
  S
);
parameter WEIGHT_WIDTH=5;
parameter DIMENSION = 128;
parameter ADDR_WIDTH = 7;
input start;
input en;    
input clk;
input rstb;
input [WEIGHT_WIDTH-1:0] A;
output reg [WEIGHT_WIDTH+ADDR_WIDTH:0] S;
reg [WEIGHT_WIDTH+ADDR_WIDTH:0] A_pad;
always@*
 begin
  if (A!=0)
     begin
       case (A[WEIGHT_WIDTH-1])
            2'b0: A_pad <= {{{ADDR_WIDTH+1}{1'b0}},A};
            2'b1: A_pad <= {{{ADDR_WIDTH+1}{1'b1}},A};
       endcase
     end
 end
always@(posedge clk)
  begin
    if (!rstb)
      S <= 13'b0;
    else if (start)
      begin
        if (en)
           S <= S + A_pad;
        else 
           S <= S;
      end
    else
      S <= 13'b0;
  end
endmodule
==> impl_metrics.env <==
# implementation run metrics
export IMPL_run_status="finished clean"
export IMPL_setup_tns_ns=0
export IMPL_min_period_over_period=0.468
export IMPL_vias=1007
export IMPL_synth_main_ff_cell="dfxtp_1"
export IMPL_io_buffers=21
export IMPL_chipArea_um2=12800
export IMPL_antenna_cells=0
export IMPL_ys_cells=135
export IMPL_grt_pass1_vias=966
export IMPL_lay_top_cells="21 x clkdlybuf4s50_1, 14 x a21oi_1, 13 x dfxtp_1, 12 x ha_1, 9 x nor2_1"
export IMPL_post_dp_hpwl_um=2190
export IMPL_synth_cells=135
export IMPL_grt_ovfl_total=0
export IMPL_grt_pass1_wl_um=4810
export IMPL_final_layout_size_suffix_gt1_frac=0.0828
export IMPL_syn2layout_area_growth_pct=30.9
export IMPL_path_max_fanout=26
export IMPL_fmaxAchievable_mhz=445
export IMPL_pwr_share_comb=0.277
export IMPL_warning_count=25
export IMPL_firstDrtPassIters=4
export IMPL_clk_latency_ns=0.25
export IMPL_async_flop_share=0
export IMPL_coreArea_um2=8300
export IMPL_untimed_endpoints=5
export IMPL_period_minus_slack_ns=2.25
export IMPL_ctsHoldBuffers=0
export IMPL_yosysWarnings=1
export IMPL_gp_congestion=0.848
export IMPL_wl_per_cell_um=10.7
export IMPL_clkPwrFrac=0.330
export IMPL_worst_slew_pin_slew_ns=0.494
export IMPL_rrSetupSlack_ns=2.62
export IMPL_ys_ff=18
export IMPL_seqPwrFrac=0.393
export IMPL_ir_drop_uv=97.3
export IMPL_crit_arrival_ns=2.38
export IMPL_cts_setup_buffers=0
export IMPL_cts_htree_levels=1
export IMPL_ys_types=39
export IMPL_syn_cell_area_um2=1200
export IMPL_antenna_found_initial=0
export IMPL_clk_pin_slew_worst_paths_ns=0.06
export IMPL_hold_viol=0
export IMPL_net_switching_power_mw=0.0932
export IMPL_min_from="S[12]"
export IMPL_unclocked_regs=5
export IMPL_synth_edff_count=0
export IMPL_start_kind="input pin"
export IMPL_r2r_end="S[10]"
export IMPL_holdPathStages=2
export IMPL_leakage_nw=0.640
export IMPL_n_fill_cell=910
export IMPL_grt_max_degree=27
export IMPL_initial_utilization=0.145
export IMPL_die_w_um=113
export IMPL_final_max_slew_viol_count=0
export IMPL_p_per_area_nw_per_um2=198
export IMPL_cts_tree="built"
export IMPL_ant_nets=0
export IMPL_rsz0062_at_grt="no"
export IMPL_whs_ns=0.475
export IMPL_min_path_type="reg -> reg"
export IMPL_drc=0
export IMPL_lay_top_count="clkdlybuf4s50_1"
export IMPL_end_kind="register"
export IMPL_row_count=33
export IMPL_cts_buffers=3
export IMPL_cts_buffer_depth=2
export IMPL_slew_headroom=0.670
export IMPL_switching_share=0.299
export IMPL_ctsResizeCount=0
export IMPL_syn_avg_cell_area_um2=8.93
export IMPL_worst_setup_path_type="in -> reg"
export IMPL_min_to="S[12]"
export IMPL_grt_usage=0.0447
export IMPL_r2r_start="S[0]"
export IMPL_skew_ns=0.00286
export IMPL_required_ns=4.93
export IMPL_drv_cap=0
export IMPL_cts_root_buf="clkbuf_8"
export IMPL_finalSetupViolCount=0
export IMPL_internal_power_mw=0.219
export IMPL_vias_per_cell=3.84
export IMPL_finalPower_mw=0.312
export IMPL_first_iter_violations=78
export IMPL_yosysChipArea_um2=1200
export IMPL_totalWireLength_um=2810
export IMPL_io_pins=22
export IMPL_rr_worst_depth=7
export IMPL_die_y_um=113
[area by class of cell]
| type | count | area [µm²] | share of cell area |
|---|---|---|---|
| repair buffers | 22 | 218 | 0.138 |
| multi-input cells | 111 | 840 | 0.532 |
| inverters | 2 | 7.51 | 0.00476 |
| well taps | 105 | 131 | 0.0833 |
| clock buffers | 3 | 41.3 | 0.0262 |
| clock inverters | 1 | 5.00 | 0.00317 |
| flip-flops and latches | 18 | 335 | 0.213 |
[power groups by stage]
stage | registers (mW) | logic (mW) | clock network [mW]
6_report | 0.123 | 0.0863 | 0.103
5_1_grt | 0.124 | 0.0976 | 0.112
4_1_cts | 0.123 | 0.0867 | 0.107
[flip-flops by register name, summed over array words and instances, names as in the netlist]
name   flops
S         13
A_pad      5
[logic make-up (layout without fill, tap and decap cells)]
| logic type | after synthesis | count (layout) | synth area share |
|---|---|---|---|
| AOI/OAI and AO/OA | 45 | 45 | 0.255 |
| and+or+nand+nor | 40 | 40 | 0.193 |
| adders and majority gates | 13 | 13 | 0.141 |
| DFF | 13 | 13 | 0.216 |
| muxes | 8 | 8 | 0.0706 |
| buffers and inverters | 6 | 28 | 0.0249 |
| xor gates and xnor gates | 5 | 5 | 0.0363 |
| latches | 5 | 5 | 0.0623 |
[critical path, cell delays in order]
cell and delay (ns):
clkdlybuf4s50_1 0.46, buf_4 0.28, nand3b_1 0.11, a211oi_1 0.23, o21a_1 0.17, a211oi_2 0.04
mux2i_1 0.12
[how the worst max path moves through the flow]
| stage | cells past startpoint | start | end | slack, ns |
|---|---|---|---|---|
| after global routing | 7 | en | S[12] | 2.47 |
| after CTS | 7 | en | S[12] | 2.55 |
| final | 7 | en | S[12] | 2.55 |
[through the flow]
stage	util	instances	worst slack (ns)	cell area, µm²
CTS	0.190	262	2.55	1580
global placement	0.185	258	2.32	1530
floorplan	-	135	2.79	1200
finish	0.190	262	2.55	1580
detailed placement	0.185	258	2.30	1530
global route	0.190	262	2.47	1580
[synthesized netlist by cell type, types with 2 or more instances]
| master | instances | area [µm²] |
|---|---|---|
| nand3b_1 | 6 | 45.0 |
| a21oi_1 | 14 | 70.1 |
| clkbuf_1 | 3 | 11.3 |
| o21ai_1 | 4 | 20.0 |
| dlxtp_1 | 5 | 75.1 |
| a211oi_1 | 2 | 15.0 |
| inv_1 | 2 | 7.51 |
| a211oi_2 | 2 | 25.0 |
| nor2_1 | 9 | 33.8 |
| ha_1 | 12 | 150 |
| a31oi_1 | 2 | 12.5 |
| nand3_1 | 4 | 20.0 |
| nor3_1 | 2 | 10.0 |
| nand2_1 | 3 | 11.3 |
| a21o_2 | 2 | 17.5 |
| nor3b_1 | 2 | 15.0 |
| dfxtp_1 | 13 | 260 |
| o211ai_1 | 3 | 22.5 |
| mux2i_1 | 7 | 70.1 |
| nand2b_1 | 3 | 18.8 |
| a211o_1 | 2 | 17.5 |
| nand4_1 | 2 | 12.5 |
| o21a_1 | 2 | 15.0 |
| xnor2_1 | 4 | 35.0 |
| o21ai_0 | 4 | 20.0 |
| and3_1 | 4 | 25.0 |
| a21o_1 | 5 | 37.5 |
[layer usage]
| layer | share of wire | GRT usage |
|---|---|---|
| met5 | 0 | 0 |
| met3 | 0.093 | 0.0214 |
| met1 | 0.53 | 0.0645 |
| met4 | 0.0068 | 0.00508 |
| met2 | 0.37 | 0.0603 |

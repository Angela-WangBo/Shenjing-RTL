==> design/flow/design.v <==
module spike_gen (
  clk,
  rstb,
  spike_en,
  input_sum,     
  threshold,
  spike_out
);
parameter ADDER_WIDTH = 16;
parameter SPIKE_REG_WIDTH = 16;
parameter SUM_WIDTH = ADDER_WIDTH;            
input clk,rstb;
input spike_en;                      
input [SPIKE_REG_WIDTH-1:0] threshold; 
input [SUM_WIDTH-1:0] input_sum;     
output reg spike_out;
wire above_threshold;
reg  [SPIKE_REG_WIDTH-1:0] potential;
assign above_threshold = ((potential + input_sum - threshold) < 16'h8000)? 1'b1 : 1'b0;
always@(posedge clk)
  begin
    if (!rstb)
        spike_out <= 1'b0;
    else if (spike_en && above_threshold)
        spike_out <= 1'b1;
    else if (spike_en && !above_threshold)
        spike_out <=1'b0;
    else
        spike_out <=1'b0;
  end
always@(posedge clk)
  begin
    if (!rstb)
        potential <= 16'b0;
    else if (spike_en && !above_threshold)
        potential <= potential + input_sum;
    else if (spike_en && above_threshold)
        potential <= potential + input_sum - threshold;
  end
endmodule
==> design/flow/run.sh <==
#!/bin/bash
# OpenROAD 26Q1-2900-gdf79404cd8, Yosys 0.63+post, stock flow scripts
make -C /OpenROAD-flow-scripts/flow DESIGN_CONFIG=/design/flow/config.mk WORK_HOME=/design/flow/orfs finish
==> design/flow/config.mk <==
export PLATFORM = sky130hd
export DESIGN_NAME = spike_gen
export DESIGN_NICKNAME = spike_gen
export VERILOG_FILES = /design/flow/design.v
export SDC_FILE = /design/flow/constraint.sdc
export NUM_CORES = 4
export LEC_CHECK = 1
export CORE_UTILIZATION = 30
==> design/flow/constraint.sdc <==
current_design spike_gen

set clk_period 11.0
set clk_io_pct 0.2

create_clock -name clk0 -period $clk_period [get_ports {clk}]

set non_clock_inputs [all_inputs -no_clocks]
set_input_delay [expr $clk_period * $clk_io_pct] -clock clk0 $non_clock_inputs
set_output_delay [expr $clk_period * $clk_io_pct] -clock clk0 [all_outputs]
==> results_slide.txt <==
Run Summary

CTS
  • Total setup buffers inserted after CTS: 0
  • H-tree lvl count: 1
  • CTS tree: done
  • Root Driver: clkbuf_8
  • Clock latency (worst-skew pair): approximately 0.26 ns
  • Longest Clk Path Bufs: 2
  • CTS Sinks: 17
  • Post-CTS sizing: 0
  • Total CTS buffers: 3
  • Clock-pin slew of the registers on the worst-case setup and hold paths: 0.07 ns
  • CTS Hold Bufs: 0

Placement
  • Area after DPL: 0.00251 sq mm
  • Port Buffers: 35
  • Dpl hpwl: between 3 and 4 mm
  • Placer Congestion: approximately 0.83

Setup path
  • Crit Path Class: in2reg
  • Worst R2R Setup Slack: approximately 6.5 ns
  • Required @ worst endpoint: roughly 11 ns
  • Worst path cell trace: clkdlybuf4s50_1, ha_1, a2111oi_0, a21oi_1, a311o_1, a31o_2, a21oi_1, xnor2_1, ha_1, nand4_1, o21ai_0, xnor2_1, xnor2_4, mux2i_1, a211oi_1
  • Max stage delay on crit path: around 0.65 ns
  • Worst r2r dst: potential[9]
  • Crit. End Element: flop
  • WP data arrival: 6.75 ns
  • Crit start category: primary input
  • Cell at the slowest stage of the critical path: xnor2_4
  • R2R Path Start: potential[4]
  • Crit path buf inv count: 1
  • Critical path fanouts, max: 19
  • Worst r2r path cells: 16
  • Largest delay contributor family on the critical path: AND-OR/OR-AND gates

Logic synthesis
  • Yosys reg bits: 17
  • Post-synth cell types: between 40 and 50
  • Post-Synthesis Cells: approximately 270
  • Biggest area consumer among synthesized cells: ha_1
  • Ys async rst share: 0%
  • Chip Area, Yosys: between 0.002 and 0.0025 sq mm
  • Seq share, synth: between 10% and 20%
  • Dominant cell area share: approximately 18%
  • Synth Warn #: 1
  • Post-Syn Area: approximately 0.0021 sq mm
  • Ys flop type: dfxtp_1
  • Post-Syn Area per Cell: a little under 8 sq um
  • Post-synth EDFFs: 0
  • # Cells Yosys: 265
  • Ranking of synthesized cells by area: ha_1 (18%), dfxtp_1 (16%), a21oi_1 (8.9%), xnor2_1 (6.7%), mux2i_1 (5.8%)

Floorplanning
  • Top Ports: 36
  • Die Span Y: ~85 microns
  • Core ar.: between 0.006 and 0.007 sq mm
  • Die outline width: between 80 and 90 microns
  • Die area: about 0.0073 sq mm
  • Placement row count: 30
  • Fp util: a little under a third

GRT
  • Gr usage total: a little over an eighth
  • GRT Residual Overflow: 0
  • Number of global-route vias before repair: 1758
  • Largest net degree at the start of global routing: 37
  • Initial antenna violation count: 0
  • First-pass GRT wire length: roughly 7.9 mm

Drt
  • Final ANT Viol Nets: 0
  • Initial DRC count: around 100
  • # DRC: 0
  • DRT Pass-1 Iters: 4
  • Antenna diodes: 0
  • Via count: 1895
  • Routed WL: 4.58 mm
  • WL per Instance: around 12 microns
  • DR vias/cell: roughly 5

STA
  • Hold_ws: between 0.4 and 0.5 ns
  • Max Slew Vio Count: 0
  • Final setup violation count: 0
  • Max Clock Freq: 0.152 GHz
  • Measured slew at the worst slew-check pin: 0.753 ns
  • Final hold violations: 0
  • Slew headroom: 49.8%
  • Final period demand of the worst path: approximately 6.6 ns
  • RSZ-0062 raised after global routing: false
  • Clock skew: roughly 0.0065 ns
  • Final worst path period share: 59.8%
  • Setup_tns: 0 ns

Cells and area
  • Top Layout Cells: a21oi_1 (37), clkdlybuf4s50_1 (35), ha_1 (30)
  • Commonest Layout Cell: a21oi_1
  • Core Util, Final: between 30% and 40%
  • Share of cells above drive strength 1: about 3.4%
  • Synth-to-Final Area Change: 22.3%
  • Finished Cell Area: around 0.0026 sq mm

Hold path
  • Hold path depth: 2
  • Hold_sp: potential[15]
  • Worst Hold Class: reg2reg
  • Hold Path End: potential[15]

Outcome
  • Status: finished clean

Job
  • Tool warnings: 25
  • Max capacitance violation total: 0
-- metrics by stage --
step	setup WS, ns	instances
after floorplan	5.13	265
after global placement	4.18	374
after detailed placement	4.14	374
after CTS	4.39	378
after global routing	3.96	378
final	4.42	378
-- kinds of logic after synthesis --
kind of cell             after synthesis  share of synthesized area (%)
AND/OR/NAND/NOR                       57                           13.7
buffers and inverters                 31                           6.12
multiplexers                          12                           5.76
flip-flops                            17                           16.3
adder cells (fa/ha/maj)               32                           19.9
XOR/XNOR                              26                           11.8
AND-OR/OR-AND                         90                           26.4
-- worst reg2reg max path: cells and delay by family, from the launching register on --
family | cells | cell delay (ns)
and+or+nand+nor | 4 | 0.81
AOI/OAI and AO/OA | 7 | 1.52
DFF | 1 | 0.31
adders and majority gates | 2 | 0.71
xor gates and xnor gates | 2 | 0.91
muxes | 1 | 0.18
-- how the worst max path moves through the flow --
stage	slack, ns	end	cells past startpoint	from
CTS	4.39	potential[9]	15	input_sum[4]
global route	3.96	potential[9]	17	input_sum[4]
finish	4.42	potential[9]	15	input_sum[4]
-- layout make-up --
cell class                      instances  area (sq um)
Multi-Input combinational cell        217          1620
Tap cell                               80           100
Fill cell                             688          4210
Sequential cell                        17           340
Timing Repair Buffer                   36           358
Clock buffer                            4          45.0
Inverter                               24          90.1
-- layer usage --
metal | global-route usage [%] | wire (microns)
met1 | 20.3 | 2390
met2 | 22.5 | 2030
met3 | 0.790 | 119
met4 | 1.36 | 43
met5 | 0 | 0
-- synth_stat cells (4+ instances only) --
| library cell | count |
|---|---|
| a211oi_1 | 4 |
| a21o_1 | 5 |
| a21oi_1 | 37 |
| clkbuf_1 | 5 |
| dfxtp_1 | 17 |
| ha_1 | 30 |
| inv_1 | 24 |
| mux2i_1 | 12 |
| nand2_1 | 19 |
| nand3_1 | 9 |
| nor2_1 | 14 |
| nor3_1 | 4 |
| o21a_1 | 4 |
| o21ai_0 | 21 |
| xnor2_1 | 16 |
| xor2_1 | 9 |
-- state kept, by name, summed over array words and instances (netlist names) --
signal     cells
potential     16
spike_out      1
